## design/flow/constraint.sdc

```tcl
current_design connect_four

set clk_period 4.2
set clk_io_pct 0.2

create_clock -name clk0 -period $clk_period [get_ports {clock}]

set non_clock_inputs [all_inputs -no_clocks]
set_input_delay [expr $clk_period * $clk_io_pct] -clock clk0 $non_clock_inputs
set_output_delay [expr $clk_period * $clk_io_pct] -clock clk0 [all_outputs]
```

## design/flow/config.mk

```make
export PLATFORM = sky130hd
export DESIGN_NAME = connect_four
export DESIGN_NICKNAME = connect_four
export VERILOG_FILES = /design/flow/design.v
export SDC_FILE = /design/flow/constraint.sdc
export NUM_CORES = 4
export LEC_CHECK = 1
export CORE_UTILIZATION = 50
```

## design/flow/design.v

```verilog
`timescale 1ns / 1ps
module connect_four(
    input clock,
    input rbtn, lbtn, mbtn, bbtn,
    output logic [7:0] row, greenColumn, blueColumn  
    );
    logic inter_clock, reset, db_mbtn, db_bbtn, db_lbtn, db_rbtn;
    logic [7:0][7:0] blue_gridTest, green_gridTest;
    logic [2:0] position;
    logic [7:0] topRow;
    clk_div MYCLOCK (
        .clk(clock),
        .sclk(inter_clock)
    );   
    debounce_one_shot debouncer1 (
        .CLK(inter_clock),
        .BTN(mbtn),
        .DB_BTN(db_mbtn)
    );
    debounce_one_shot debouncer2 (
        .CLK(inter_clock),
        .BTN(bbtn),
        .DB_BTN(db_bbtn)
    );
    debounce_one_shot debouncer3 (   
        .CLK(inter_clock),
        .BTN(rbtn),
        .DB_BTN(db_rbtn)
    );
    debounce_one_shot debouncer4 (   
        .CLK(inter_clock),
        .BTN(lbtn),
        .DB_BTN(db_lbtn)
    );
    position_mover mover(
        .RBTN(db_rbtn),
        .LBTN(db_lbtn),
        .rst(db_bbtn),
        .clock(inter_clock),
        .columnPosition(position)
    );
    game_state game(
        .clock(inter_clock),
        .rst(db_bbtn),
        .select(db_mbtn),
        .columnPosition(position),
        .green_grid(green_gridTest),
        .blue_grid(blue_gridTest)
    );
    matrix_driver driver (
        .clock(inter_clock),
        .blue_grid(blue_gridTest),
        .green_grid(green_gridTest),
        .green_driver(greenColumn),
        .blue_driver(blueColumn),
        .row_driver(row)
    );
endmodule
module clk_div (
    input clk,
    output sclk
    );
  integer MAX_COUNT = 60; 
  integer div_cnt =0;
  reg tmp_clk=0; 
   always @ (posedge clk)              
   begin
         if (div_cnt == MAX_COUNT) 
         begin
            tmp_clk = ~tmp_clk; 
            div_cnt = 0;
         end else
            div_cnt = div_cnt + 1;  
   end 
   assign sclk = tmp_clk; 
endmodule
`timescale 1ns / 1ps
module debounce_one_shot(
    input CLK,
    input BTN,
    output logic DB_BTN
    );
    const logic [7:0] c_LOW_GOING_HIGH_CLOCKS = 8'h19;  
    const logic [7:0] c_HIGH_GOING_LOW_CLOCKS = 8'h33;  
    const logic [7:0] c_ONE_SHOT_CLOCKS       = 8'h01;  
    typedef enum { ST_init, ST_BTN_low, ST_BTN_low_to_high, ST_BTN_high, ST_BTN_high_to_low, ST_one_shot} STATES;
    STATES NS, PS;
    logic [7:0] s_db_count = 8'h00;
    logic s_count_rst, s_count_inc = 1'b0;
    always_ff @(posedge CLK) begin
        if (s_count_rst == 1'b1)
            s_db_count = 8'h00;
        else if (s_count_inc == 1'b1)
            s_db_count = s_db_count + 1;
    end
    always_ff @(posedge CLK) begin
       PS = NS; 
    end
    always_comb begin
        NS = ST_init;
        DB_BTN = 1'b0;
        s_count_rst = 1'b0;
        s_count_inc = 1'b0;
        case (PS)
            ST_init: begin           
                NS = ST_BTN_low;
                DB_BTN = 1'b0;
                s_count_rst = 1'b1;
            end
            ST_BTN_low: begin    
                if (BTN == 1'b1) begin        
                    NS = ST_BTN_low_to_high;  
                    s_count_inc = 1'b1;        
                end
                else begin
                    NS = ST_BTN_low;         
                    s_count_rst = 1'b1;
                end
            end
            ST_BTN_low_to_high: begin    
                if (BTN == 1'b1) begin   
                    if (s_db_count == c_LOW_GOING_HIGH_CLOCKS) begin 
                        NS = ST_BTN_high;
                        s_count_rst = 1'b1;
                    end
                    else begin           
                        NS = ST_BTN_low_to_high;
                        s_count_inc = 1'b1;
                    end
                end
                else begin               
                    NS = ST_BTN_low;
                    s_count_rst = 1'b1;
                end
            end
            ST_BTN_high: begin           
                if (BTN == 1'b1) begin 
                    NS = ST_BTN_high;
                    s_count_rst = 1'b1;
                end
                else begin               
                    NS = ST_BTN_high_to_low;
                    s_count_inc = 1'b1;
                end
            end
            ST_BTN_high_to_low: begin
                if (BTN == 1'b0) begin   
                    if (s_db_count == c_HIGH_GOING_LOW_CLOCKS) begin 
                        NS = ST_one_shot;
                        s_count_rst = 1'b1;
                    end
                    else begin           
                        NS = ST_BTN_high_to_low;
                        s_count_inc = 1'b1;
                    end
                end
                else begin               
                    NS = ST_BTN_high;
                    s_count_rst = 1'b1;
                end 
            end
            ST_one_shot: begin   
                if (s_db_count == c_ONE_SHOT_CLOCKS) begin  
                    NS = ST_init;
                    s_count_rst = 1'b1;
                    DB_BTN = 1'b0;
                end
                else begin               
                    NS = ST_one_shot;
                    s_count_inc = 1'b1;
                    DB_BTN = 1'b1;
                end
            end
            default: begin               
                NS = ST_init;
                s_count_rst = 1'b1;
                s_count_inc = 1'b0;
                DB_BTN = 1'b0;
            end
        endcase
    end
endmodule
`timescale 1ns / 1ps
module game_state(
    input clock,
    input rst,                               
    input select,                            
    input [2:0] columnPosition,
    output logic [7:0][7:0] green_grid,        
    output logic [7:0][7:0] blue_grid        
    );
    reg turn = 0;     
    always_ff @ (posedge clock) begin 
        if (rst)                                 
            turn <= 0;
        else begin
            if (select)                          
                turn <= ~turn;
        end
    end
    reg [7:0] topRow;
    always_comb begin
        case (columnPosition)
            3'b000: topRow = 8'b01111111;                
            3'b001: topRow = 8'b10111111;                
            3'b010: topRow = 8'b11011111;
            3'b011: topRow = 8'b11101111;
            3'b100: topRow = 8'b11110111;
            3'b101: topRow = 8'b11111011;
            3'b110: topRow = 8'b11111101;
            default: topRow = 8'b11111111;
        endcase;
    end
    reg [6:0][2:0] columnCount;                  
    always_ff @ (posedge clock) begin
        if (rst) begin                                 
            for(int i = 0; i < 8; i ++) begin 
                columnCount[i] <= 3'b000; 
            end
        end    
        else begin
            if(select && columnCount[columnPosition] < 5)   
                columnCount[columnPosition] <= columnCount[columnPosition] + 1;
        end
    end
    always_ff @ (posedge clock) begin
        case (turn)
            (1'b0): begin 
                    green_grid[0] <= topRow;
                    blue_grid[0] <= 8'b11111111;
             end
            (1'b1): begin
                blue_grid[0] <= topRow;
                green_grid[0] <= 8'b11111111;
             end
        endcase
        if (rst) begin                           
            for(int i = 1; i < 8; i++) begin
                green_grid[i] <= 8'b11111111;
                blue_grid[i] <= 8'b11111111;
            end
        end 
        else begin
            if (select) begin                    
                case (turn)
                    (1'b0):  green_grid[7 - columnCount[columnPosition]][7 - columnPosition] <= 1'b0; 
                    (1'b1): blue_grid[7 - columnCount[columnPosition]][7 - columnPosition] <= 1'b0;
                endcase
            end
        end
    end
endmodule
`timescale 1ns / 1ps
module matrix_driver(
    input clock,  
    input [7:0][7:0] green_grid, blue_grid,        
    output logic [7:0] green_driver, blue_driver, row_driver    
    );
    logic [2:0] count = 0;                           
    always_ff @ (posedge clock) begin
        count <= count + 3'b001;
    end
    always @ (*)  begin                           
        case (count)                             
            3'b000: row_driver = 8'b00000001;        
            3'b001: row_driver = 8'b00000010;        
            3'b010: row_driver = 8'b00000100;
            3'b011: row_driver = 8'b00001000;
            3'b100: row_driver = 8'b00010000;
            3'b101: row_driver = 8'b00100000;
            3'b110: row_driver = 8'b01000000;
            3'b111: row_driver = 8'b10000000;
            default: row_driver = 8'b00000000;
        endcase
    end
    assign green_driver = green_grid[count];         
    assign blue_driver = blue_grid[count];
endmodule
`timescale 1ns / 1ps
module position_mover(   
    input RBTN,  
    input LBTN,  
    input clock,
    input rst,
    output [2:0] columnPosition
    );
    logic [2:0] position = 3'b011;
    always_ff @(posedge clock) begin
        if (rst)
            position <= 3'b011;
        else begin
            if(RBTN && !LBTN && position < 6)        
                position <= position + 1;
            else if (LBTN && !RBTN && position > 0)  
                position <= position - 1;
        end
    end   
    assign columnPosition = position;  
endmodule
```

## design/flow/run.sh

```bash
#!/bin/bash
# OpenROAD 26Q1-2900-gdf79404cd8, Yosys 0.63+post, stock flow scripts
make -C /OpenROAD-flow-scripts/flow DESIGN_CONFIG=/design/flow/config.mk WORK_HOME=/design/flow/orfs finish
```

==> job_summary.md <==
### Metrics collected by this job

| Metric | Value |
|---|---|
| First-pass GRT wire length | 38600 µm |
| Initial DRC Count | 395 |
| I/O pin cnt | 29 |
| Depth of the CTS H-tree | 2 |
| Cells after Synth | 1130 |
| Die Size | 21700 µm² |
| Top cell excl fill/tap | dfxtp_1 |
| Slew Limit Fails | 0 |
| CP max stage delay | 620 ps |
| Status | finished clean |
| P_leak | 0.00415 µW |
| Post-CTS setup buffer count | 0 |
| Post-synthesis sequential area ratio | 44.3% |
| Synth unique cells | 73 |
| Die X | 147 µm |
| Crit path cell chain | inv_1 > ha_1 > nor4b_1 > and4_1 > nand4_1 > nor4_2 > nor2_1 > mux2_2 |
| Critical path's slowest cell | nor4_2 |
| Routed length per placed instance | 16.5 µm |
| Worst Hold Class | flop to flop |
| Max Clock Skew | 5.71 ps |
| Setup TNS | 0 ps |
| Reg2Reg Launch Point | MYCLOCK.div_cnt[0]$_SDFF_PN0_ |
| Num rows | 52 |
| Post-Place Cells | 1375 |
| Critical R2R Capture | MYCLOCK.div_cnt[29]$_SDFF_PN0_ |
| Register pins left without a clock | 200 |
| Longest Clk Path Bufs | 2 |
| Post-Syn Area | 10600 µm² |
| TritonRoute pass-1 iters | 5 |
| Crit Path Class | flop to flop |
| FMAX | 0.457 GHz |
| Number of diodes | 0 |
| Fill cells | 1889 |
| Yosys stat area | 10600 µm² |
| Clock transition at path regs | 50 ps |
| Layout cell share with drive strength beyond 1 | 8.18% |
| Dominant logic cell types in the final layout | dfxtp_1 (230), nor2_1 (164), nand2_1 (115) |
| Min-Delay Path Depth | 1 |
| Die H | 147 µm |
| Number of port buffers | 28 |
| Startpoint types | flop |
| Initial antenna violation count | 0 |
| Max-cap violations | 0 |
| Synth Flop Type | dfxtp_1 |
| Final hold violations | 0 |
| Vias per inst | 5.66 |
| Crit path DAT | 2350 ps |
| CTS Buf Count | 5 |
| Slew @ Worst Pin | 805 ps |
| Number of setup violations in the final report | 0 |
| PostCTS Resize Cnt | 0 |
| Post-synth ARST share | 0% |
| CP endpoint kind | flop |
| Clk latency late pin | 270 ps |
| Endpoints left unconstrained | 222 |
| Worst Path Required | 4360 ps |
| Layout overhead on the synthesized area | 6.37% |
| Post-DP HPWL | 15500 µm |
| Crit-path max FO | 9 |
| Largest net degree at the start of global routing | 202 |
| Worst vdd ir | 0.000254 V |
| Core area | 20500 µm² |
| Init Core Util | 51.5% |
| HP Start | MYCLOCK.div_cnt[31]$_SDFF_PN0_ |
| Final worst-path cycle share | 52.2% |
| Hold_buf cts | 0 |
| Slew headroom | 45.9% |
| Drt total wl | 22900 µm |
| Total track usage | 22.8% |
| Top delay family on crit path | simple AND/OR/NAND/NOR gates |
| Fin util | 54.8% |
| Vias | 7826 |
| Worst reg2reg path depth | 8 |
| RSZ-0062 raised after global routing | no |
| Number of remaining DRC errors | 0 |
| Setup slack on the worst flop-to-flop path | 2010 ps |
| Clock root buffer | clkbuf_16 |
| Pwr dens | 59.6 nW/µm² |
| Yosys stat cell total | 1130 |
| Yosys warnings | 8 |
| Worst hold endpoint | MYCLOCK.div_cnt[31]$_SDFF_PN0_ |
| CP bufs+invs | 1 |
| Total grt overflow | 0 |
| TritonCTS clock tree | done |
| Post-synthesis average cell area | 9.34 µm² |
| Placer Congestion | 0.892 |
| Tmin final | 2190 ps |
| Ys flops | 233 |
| Post-route insts no fill | 1383 |
| Vias in the first global route | 7403 |
| EDFF count, synth | 1 |
| Antenna viol nets, final | 0 |
| Power, Total | 669 µW |
| Log Warnings | 40 |
## metal layers
metal	wire, µm	share of wire (%)	global-route usage (%)
met2	10700	47	35.7
met1	11200	49	37.9
met3	809	3.5	1.62
met4	199	0.87	1.96
met5	0	0	0
## where the power goes
| group | switching, µW | internal (µW) | leakage [µW] |
|---|---|---|---|
| clock | 118 | 217 | 0.0000706 |
| combinational | 9.69 | 9.09 | 0.00215 |
| sequential | 0 | 316 | 0.00192 |
| total | 128 | 541 | 0.00415 |
## cell type report
| type | count | area [µm²] | area share [%] |
|---|---|---|---|
| repair buffers | 47 | 435 | 3.88 |
| clock inverters | 2 | 10.0 | 0.0891 |
| clock buffers | 6 | 129 | 1.15 |
| multi-input cells | 798 | 5540 | 49.3 |
| well taps | 270 | 338 | 3.01 |
| flip-flops and latches | 233 | 4680 | 41.6 |
| inverters | 27 | 101 | 0.902 |
## through the flow
stage	cell area [µm²]	setup slack [ps]	hold WS (ps)
after floorplan	10600	1190	432
after global placement	11100	1970	452
after detailed placement	11100	1980	447
after CTS	11200	2000	458
after global routing	11200	1740	488
final	11200	2010	454
## worst max path at each step
stage / startpoint / endpoint / slack [ps] / cells past startpoint
6_report: MYCLOCK.div_cnt[0]$_SDFF_PN0_ / MYCLOCK.div_cnt[29]$_SDFF_PN0_ / 2010 / 8
4_1_cts: MYCLOCK.div_cnt[0]$_SDFF_PN0_ / MYCLOCK.div_cnt[29]$_SDFF_PN0_ / 2000 / 8
5_1_grt: MYCLOCK.div_cnt[0]$_SDFF_PN0_ / MYCLOCK.div_cnt[29]$_SDFF_PN0_ / 1740 / 8
## logic make-up (layout without fill, tap and decap cells)
group	Yosys count	after routing	synth area share, %
adder cells (fa/ha/maj)	26	26	3.08
AND-OR/OR-AND	194	194	12.9
buffers and inverters	100	82	3.74
other	1	2	0.0355
multiplexers	56	56	9.35
AND/OR/NAND/NOR	461	461	21.7
flip-flops	233	233	44.3
XOR/XNOR	59	59	4.89
## worst register-to-register path, stage by stage, from the launching register on
cell	delay, ps
dfxtp_1	370
inv_1	80
ha_1	150
nor4b_1	190
and4_1	220
nand4_1	100
nor4_2	620
nor2_1	70
mux2_2	280
## Yosys cell counts, types with 4 or more instances
cell | n | area share [%]
dfxtp_1 | 232 | 44
nor2_1 | 165 | 5.9
nand2_1 | 115 | 4.1
clkbuf_1 | 52 | 1.8
a31oi_1 | 51 | 3.0
a21oi_1 | 46 | 2.2
nand3_1 | 42 | 2.0
mux4_2 | 34 | 7.3
xor2_1 | 31 | 2.6
xnor2_1 | 28 | 2.3
ha_1 | 26 | 3.1
inv_1 | 24 | 0.85
mux2i_1 | 21 | 2.0
o22a_1 | 17 | 1.4
o32a_1 | 16 | 1.5
and2_1 | 15 | 0.89
nor3_1 | 15 | 0.71
nand4_1 | 14 | 0.83
and3_1 | 13 | 0.77
buf_2 | 13 | 0.62
nor2b_1 | 11 | 0.65
nor4_1 | 11 | 0.65
a22oi_1 | 10 | 0.71
nand2b_1 | 10 | 0.59
and4_1 | 8 | 0.66
buf_1 | 7 | 0.25
nand3b_1 | 6 | 0.43
o211ai_1 | 6 | 0.43
o21ai_1 | 6 | 0.28
o32ai_1 | 6 | 0.50
or3_1 | 6 | 0.36
o21ai_0 | 5 | 0.24
o22ai_1 | 5 | 0.30
nor3_2 | 4 | 0.38
nor3b_1 | 4 | 0.28
nor4_4 | 4 | 0.81
## registers in the layout (all words and copies together), names as in the netlist
| register | cells |
|---|---|
| debouncer3.PS | 3 |
| game.green_grid | 64 |
| debouncer4.s_db_count | 8 |
| mover.position | 3 |
| MYCLOCK.tmp_clk | 1 |
| MYCLOCK.div_cnt | 32 |
| debouncer2.s_db_count | 8 |
| debouncer2.PS | 3 |
| debouncer1.PS | 3 |
| debouncer4.PS | 3 |
| driver.count | 3 |
| game.blue_grid | 64 |
| game.turn | 1 |
| game.columnCount | 21 |
| debouncer1.s_db_count | 8 |
| debouncer3.s_db_count | 8 |
Power figures rest on the tool's default switching activity, not on a simulated workload.
